`/design/flow/config.mk`:
```
export PLATFORM = sky130hd
export DESIGN_NAME = SN74LS181
export DESIGN_NICKNAME = SN74LS181
export VERILOG_FILES = /design/flow/design.v
export SDC_FILE = /design/flow/constraint.sdc
export NUM_CORES = 4
export LEC_CHECK = 1
export CORE_UTILIZATION = 30
```
`/design/flow/design.v`:
```
module SN74LS181(
    input [3:0] A,
    input [3:0] B,
    input M,
    input Cn,
    output [3:0] F,
    output AeqB,
    output Cn4,
    input [3:0] S
    );
reg [3:0] temp_Fl; 
reg [4:0] temp_Fa; 
reg temp_Cn4, temp_AeqB;
always @(*) begin
	if(M) begin  
		case(S)
			   4'b0000: temp_Fl = ~A;
            4'b0001: temp_Fl = ~(A|B);
            4'b0010: temp_Fl = (~A)&B;
            4'b0011: temp_Fl = 4'b0000;
            4'b0100: temp_Fl = ~(A&B);
            4'b0101: temp_Fl = ~B;
            4'b0110: temp_Fl = A^B;
            4'b0111: temp_Fl = A&(~B);
            4'b1000: temp_Fl = (~A)|B;
            4'b1001: temp_Fl = ~(A^B);
            4'b1010: temp_Fl = B;
            4'b1011: temp_Fl = A&B;
            4'b1100: temp_Fl = 4'b1111;
            4'b1101: temp_Fl = A|(~B);
            4'b1110: temp_Fl = A|B;
            4'b1111: temp_Fl = A;
				default: temp_Fl=0;
		endcase
		temp_Cn4=1'b1;  
			end
	else begin 
		case(S)
		  4'b0000:temp_Fa = A+ ~Cn;                          
        4'b0001:temp_Fa= A + B + ~Cn;                      
        4'b0010:temp_Fa= A + (~B) + ~Cn;                   
        4'b0011:temp_Fa= 0 + ~Cn - 1;                      
        4'b0100:temp_Fa= A + (A & (~B)) + ~Cn;             
        4'b0101:temp_Fa= (A + B) + (A & (~B)) + ~Cn;       
        4'b0110:temp_Fa= A + (~B) + ~Cn - 1;               
        4'b0111:temp_Fa= (A & (~B)) + ~Cn - 1;             
        4'b1000: temp_Fa= A + (A & B) + ~Cn;                
        4'b1001:temp_Fa = A + B + ~Cn;                     
        4'b1010:temp_Fa = (A + (~B)) + (A & B) + ~Cn;     
        4'b1011:temp_Fa= (A & B) + ~Cn - 1;                
        4'b1100:temp_Fa= A + A + ~Cn;                      
        4'b1101:temp_Fa= (A + B) + A + ~Cn;                
        4'b1110:temp_Fa= (A + (~B)) + A + ~Cn;             
        4'b1111:temp_Fa= A + ~Cn - 1;                      
        default: temp_Fl=0;
		endcase
			temp_Cn4= (temp_Fa[4])?0:1;  
			end
	end	
assign F= (M)? temp_Fl:temp_Fa[3:0];
assign Cn4=temp_Cn4;
always @(F)begin if (F==4'b1111) AeqB=1;else AeqB=0;end
endmodule
```
`/design/flow/constraint.sdc`:
```
current_design SN74LS181

set clk_period 7.2
set clk_io_pct 0.2

create_clock -name clk0 -period $clk_period

set non_clock_inputs [all_inputs -no_clocks]
set_input_delay [expr $clk_period * $clk_io_pct] -clock clk0 $non_clock_inputs
set_output_delay [expr $clk_period * $clk_io_pct] -clock clk0 [all_outputs]
```
`/design/flow/run.sh`:
```
#!/bin/bash
# OpenROAD 26Q1-2900-gdf79404cd8, Yosys 0.63+post, stock flow scripts
make -C /OpenROAD-flow-scripts/flow DESIGN_CONFIG=/design/flow/config.mk WORK_HOME=/design/flow/orfs finish
```
==> deck_impl_summary.md <==
Run Summary

Final timing
  • Register pins left without a clock: 8
  • Fmax: 145 MHz
  • Post-layout period usage of the worst path: 95.7%
  • Final worst-path setup slack: 0.310 ns
  • Final number of max-transition violations: 0
  • Final TNS setup: 0 ns
  • Transition time at the pin with the least slew margin: 0.747 ns
  • Clock period minus final worst setup slack: 6.89 ns
  • Unrepaired setup endpoints after global routing: false
  • Count of final hold-check violations: 0
  • Count of endpoints without a timing constraint: 8
  • Relative slew margins: 50.1%
  • Final Setup Violations: 0

Critical path
  • Slowest cell on crit path: sky130_fd_sc_hd__clkdlybuf4s50_1
  • Critical path cell sequence: clkdlybuf4s50_1, inv_1, ha_1, or3b_1, a211oi_1, buf_4, ha_1, inv_1, ha_1, a21oi_1, a21oi_1, nor4_2, xnor2_1, o221ai_1, o221ai_1, clkdlybuf4s50_1
  • Worst path top cell family by delay: buffers and inverters
  • Data arrival time of the worst path: 5.45 ns
  • Data required, critical path: 5.76 ns
  • Nature of the critical path startpoint: input port
  • Largest stage delay on the critical path: 0.57 ns
  • Sort of element at the end of the critical path: output port
  • Worst-path fanout max: 6
  • Class of the most critical setup path: in -> out
  • Number of stages on the worst setup path: 16
  • Crit-path most repeated cell: sky130_fd_sc_hd__ha_1
  • Count of buffering cells on the critical path with inverters included: 5

GRT
  • Number of global-route vias before repair: 3214
  • Grt met2 use: 33.8%
  • Pin count of the biggest net entering global routing: 53
  • Tot GR Track Use: 21.6%
  • Met3 Usage GRT: 2.35%
  • Met1 Track Usage GR: 31.7%
  • Number of antenna violations at the first check in global routing: 0
  • Gr ovfl total: 0
  • Wire length of the first global-routing pass: 18500 um
  • Grt peak-use layer: met2

Clock tree
  • Number of resized instances in the post-cts repair step: 0
  • Post-CTS setup buffer count: 0
  • Post-CTS Hold Buffers: 0

Synthesis
  • Seq cells post-synth: 8
  • Fraction of registers with async set or reset after synthesis: 0%
  • Total of warnings raised by yosys: 3
  • Mean Syn Cell Area: 7.49 um^2
  • Total standard cell area after synthesis: 3350 um^2
  • Yosys stat chip area: 3350 um^2
  • Most used flip-flop cell after synthesis: sky130_fd_sc_hd__dlxtn_1
  • Number of library cell types mapped by synthesis: 59
  • EDFF count, synth: 0
  • Post-synthesis cell count: 447
  • Count of instantiated cells in the yosys netlist: 447

Power
  • Power density of the placed cells: 94.9 nW/um^2
  • IR drop worst, VDD: 0.0000522 V
  • Total leakage power: 1.71 nW

Route
  • Total inserted antenna cells: 0
  • Number of vias per cell after detailed routing: 5.68
  • Residual DRC count: 0
  • Antenna Nets Post-Route: 0
  • Detailed-route via count: 3423
  • Iter 0 DRT Violations: 312
  • Detail-routed net length per standard cell: 19.5 um
  • Total Routed Length: 11800 um
  • Router iterations before antenna repair: 5

Worst hold path
  • Hold path cells: 7
  • Tightest Hold Check Type: in -> out
  • Hold path endpoint: Cn4
  • Hold Path Origin: S[2]

Placement
  • Routability cong.: 0.975
  • Placed wire-length estimate: 9460 um
  • Pre-CTS worst setup slack: 0.321 ns
  • Buffers added on ports: 20

Final layout
  • Fraction of final layout cells sized beyond drive strength 1: 8.42%
  • Layout overhead on the synthesized area: 12.4%

Status
  • Outcome: finished, final reports clean

Die
  • Chip area: 11600 um^2
  • Die height: 108 um
  • Top-Level Pins: 20
  • Rows: 38
  • Core Region: 10800 um^2
  • Init Core Util: 30.9%
  • Horizontal extent of the die: 108 um

Run
  • Max cap viols: 0
  • Number of logged tool warnings: 51
[sequential cells by signal, summed over array words and instances, names as in the netlist]
register	count
temp_Fa	4
temp_Fl	4
[logic make-up (layout without fill, tap and decap cells)]
kind of cell               Yosys count  after routing  synth area share [%]
AOI/OAI and AO/OA                  114            114                  23.7
adders and majority gates           76             76                  30.7
buffers and inverters               74             90                  8.93
latches                              8              8                  3.59
xor gates and xnor gates            30             30                  7.85
muxes                               18             18                  5.65
and+or+nand+nor                    127            127                  19.6
[per-layer routing]
metal / up-vias / routed length, um / share of wire (%)
li1: 1638 / - / -
met1: 1615 / 5410 / 46
met2: 148 / 5270 / 45
met3: 22 / 758 / 6.4
met4: 0 / 352 / 3.0
met5: - / 0 / 0
[cell usage after synthesis, types with 7 or more instances]
cell | instances | area (um^2)
sky130_fd_sc_hd__buf_2 | 8 | 40.0
sky130_fd_sc_hd__xnor2_1 | 20 | 175
sky130_fd_sc_hd__a221oi_1 | 9 | 78.8
sky130_fd_sc_hd__inv_1 | 49 | 184
sky130_fd_sc_hd__a21oi_1 | 29 | 145
sky130_fd_sc_hd__nand2b_1 | 12 | 75.1
sky130_fd_sc_hd__a21o_1 | 7 | 52.6
sky130_fd_sc_hd__dlxtn_1 | 8 | 120
sky130_fd_sc_hd__clkbuf_1 | 11 | 41.3
sky130_fd_sc_hd__mux2i_1 | 11 | 110
sky130_fd_sc_hd__o21ai_0 | 12 | 60.1
sky130_fd_sc_hd__ha_1 | 66 | 826
sky130_fd_sc_hd__o22ai_1 | 9 | 56.3
sky130_fd_sc_hd__nand2_1 | 34 | 128
sky130_fd_sc_hd__xor2_1 | 10 | 87.6
sky130_fd_sc_hd__mux2_2 | 7 | 78.8
sky130_fd_sc_hd__a211oi_1 | 7 | 52.6
sky130_fd_sc_hd__nor2_1 | 37 | 139
sky130_fd_sc_hd__fa_1 | 10 | 200
[area by class of cell]
type,count,area (um^2)
Timing Repair Buffer,40,345
Sequential cell,8,120
Tap cell,140,175
Fill cell,1151,7080
Inverter,50,188
Multi-Input combinational cell,365,2930
[how the worst max path moves through the flow]
| stage | startpoint | end | slack (ns) |
|---|---|---|---|
| 4_1_cts | A[1] | Cn4 | 0.28 |
| 5_1_grt | A[1] | Cn4 | 0.005 |
| 6_report | A[1] | Cn4 | 0.31 |
[power breakdown]
group | internal, mW | switching (mW)
Combinational | 0.149 | 0.200
Sequential | 0.00740 | 0.000881
Clock | 0 | 0
[placed cells by master, fill, tap and decap left out, drive strengths merged, types with 4 or more instances in the layout]
cell type      count
o22ai              9
nand3              6
mux2               7
a31oi              5
buf               21
nand2             34
ha                66
nor2b              4
a21o               7
xor2              10
fa                10
o221ai             6
nor2              37
a21oi             29
a2111oi            4
a211oi             7
a22o               4
o21ai             12
or2                6
dlxtn              8
a221oi             9
xnor2             20
nor4               4
mux2i             11
nor3               6
inv               49
a32oi              5
nand2b            12
clkdlybuf4s50     19
[metrics by stage]
step | hold WS, ns | instances | total power [mW] | util [%] | area, um^2
after global routing | 4.10 | 603 | 0.394 | 34.7 | 3760
after global placement | 3.98 | 603 | 0.349 | 34.6 | 3760
final | 3.98 | 603 | 0.357 | 34.7 | 3760
after floorplan | 2.96 | 447 | 0.239 | - | 3350
after detailed placement | 3.99 | 603 | 0.349 | 34.6 | 3760
after CTS | 3.99 | 603 | 0.352 | 34.6 | 3760
Power figures rest on the tool's default switching activity, not on a simulated workload.
