[run.sh]
#!/bin/bash
# OpenROAD 26Q1-2900-gdf79404cd8, Yosys 0.63+post, stock flow scripts
make -C /OpenROAD-flow-scripts/flow DESIGN_CONFIG=/design/flow/config.mk WORK_HOME=/design/flow/orfs finish
[config.mk]
export PLATFORM = sky130hd
export DESIGN_NAME = SN74LS138
export DESIGN_NICKNAME = SN74LS138
export VERILOG_FILES = /design/flow/design.v
export SDC_FILE = /design/flow/constraint.sdc
export NUM_CORES = 4
export LEC_CHECK = 1
export CORE_AREA = 10 10 70 70
export DIE_AREA = 0 0 80 80
[constraint.sdc]
current_design SN74LS138

set clk_period 1.2
set clk_io_pct 0.2

create_clock -name clk0 -period $clk_period

set non_clock_inputs [all_inputs -no_clocks]
set_input_delay [expr $clk_period * $clk_io_pct] -clock clk0 $non_clock_inputs
set_output_delay [expr $clk_period * $clk_io_pct] -clock clk0 [all_outputs]
[design.v]
module SN74LS138(
    input G1,
    input G2A,
    input G2B,
    input A,     
    input B,
    input C,     
    output Y0,
    output Y1,
    output Y2,
    output Y3,
    output Y4,
    output Y5,
    output Y6,
    output Y7
);
reg [7:0] Y;
assign {Y0, Y1, Y2, Y3, Y4, Y5, Y6, Y7} = Y;
always @(*) begin
    Y = 8'b11111111;
    if (G1 && ~G2A && ~G2B) begin
        case ({C, B, A})   
            3'b000: Y[0] = 1'b0;
            3'b001: Y[1] = 1'b0;
            3'b010: Y[2] = 1'b0;
            3'b011: Y[3] = 1'b0;
            3'b100: Y[4] = 1'b0;
            3'b101: Y[5] = 1'b0;
            3'b110: Y[6] = 1'b0;
            3'b111: Y[7] = 1'b0;
        endcase
    end
end
endmodule
==> results.json <==
{
  "outcome": "completed",
  "initCoreUtil_pct": 2.64,
  "maxSlewViolCount": 0,
  "vdd_drop_max_uv": 17.7,
  "setup_viol": 0,
  "register_area_um2": 0,
  "top_area_share_pct": 27.8,
  "dieHeight_um": 80,
  "port_buffers": 14,
  "min_from": "B",
  "required_ns": 0.96,
  "fmax_mhz": 852,
  "leakage_nw": 0.0958,
  "die.size.x_um": 80,
  "path_class": "input pin to output port",
  "globalplace.congestion": 0.712,
  "pin_count": 14,
  "die-area_um2": 6400,
  "syn_to_final_growth_pct": 217,
  "grt_pass1_vias": 162,
  "finalHoldViolations": 0,
  "syn_inst": 14,
  "grt_use_total_pct": 1.41,
  "synth_area_per_cell_um2": 6.43,
  "ys_warn_count": 1,
  "worstSetupEndpointType": "output port",
  "yosys_area_um2": 90.1,
  "top_cells_by_area": "nor3b_2, nand2_1, and3b_2, nand3_1, nor3_2",
  "critPathLaunchType": "input pin",
  "grt_max_degree": 5,
  "lay_top_cells": "buf_2, nand2_1, buf_4",
  "ant_nets": 0,
  "final_cell_count_no_fill": 78,
  "rsz0062_at_grt": "no",
  "report.power.total_uw": 48.5,
  "warning_count": 33,
  "tightestPinTransition_ns": 0.194,
  "dp.cells": 75,
  "ff_count": 0,
  "netlist_area_um2": 90.1,
  "grt_first_pass_wirelength_um": 772,
  "vias_per_cell": 2.18,
  "period_minus_slack_ns": 1.17,
  "ys_seq_share_pct": 0,
  "overflow": 0,
  "path_max_fanout": 3,
  "coreArea_um2": 3420,
  "postCtsHoldBufs": 0,
  "startpoint": "G1",
  "antenna_found_initial": 0,
  "hold_class": "input pin to output port",
  "finalCritPeriodShare_pct": 97.8,
  "drc_errors": 0,
  "synth_cell_type_count": 7,
  "crit_arrival_ns": 0.93,
  "rows": 21,
  "totalWireLength_um": 535,
  "ys_cells": 14,
  "drive_gt1_share_pct": 71.9,
  "dr.pass1.iters": 1,
  "clock_buffers": 0,
  "insertedDiodeCount": 0,
  "drt_iter0_markers": 0,
  "slew_headroom_pct": 87.0,
  "top_area_cell": "nor3b_2",
  "place_hpwl_um": 423,
  "power.density_nw_per_um2": 170,
  "avgRoutedWirePerCell_um": 6.86,
  "layout_top_cell": "buf_2",
  "drv_cap": 0,
  "critPathCapture": "Y0",
  "final.fill_count": 410,
  "vias": 170
}
-- critical path: stages --
cell and delay, ns:
clkdlybuf4s15_2 0.18, and3b_2 0.22, nand2_1 0.07, dlygate4sd2_1 0.23
-- stage by stage --
stage	instance area (um2)	hold WS [ns]	TNS [ns]	utilization, %	setup slack, ns
floorplan	90.1	0.504	0	-	0.425
global placement	295	1.55	-4.40	8.64	-0.573
detailed placement	295	1.57	-4.56	8.64	-0.610
CTS	295	0.901	-0.0233	8.64	-0.0233
global route	285	0.821	0	8.35	0.00484
finish	285	0.788	0	8.35	0.0264
-- cell usage after synthesis --
cell type and instances:
nand3_1 2, and3b_1 1, nor3b_2 2, nor2_1 1, nor3_2 1, and3b_2 1, nand2_1 6
-- cell families after synthesis --
family	count (synthesis)	share of synthesized area, %
AND/OR/NAND/NOR	14	100
-- area by class of cell --
| type | instances | area (um2) | area share, % |
|---|---|---|---|
| repair buffers | 18 | 119 | 41.7 |
| well taps | 46 | 57.6 | 20.2 |
| multi-input cells | 14 | 109 | 38.2 |
-- routing by layer --
metal	part of all wire, %	global-route usage [%]
met5	0	0
met4	0	0
met3	15	0.455
met2	35	2.17
met1	50	1.98
-- what timing repair did --
item / 4_1_cts / 5_1_grt
endpoints found under the setup margin: 8 / 5
gates resized: 42 / 5
pin swaps: 11 / 1
buffers inserted: 3 / 0
-- worst min path at each step --
stage,endpoint,depth (start not counted)
4_1_cts,Y7,4
5_1_grt,Y7,4
6_report,Y7,4
-- power by group --
group | total, mW | internal [mW] | switching [mW]
clock network | 0 | 0 | 0
registers | 0 | 0 | 0
logic | 0.0485 | 0.0265 | 0.0220
No activity file was given, so power comes from the tool's default toggle rates.
