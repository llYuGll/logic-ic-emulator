===== flow/design.v =====
module SN74LS85(
    input [3:0] A,
    input [3:0] B,
    output reg A_gr_B,
    output reg A_les_B,
    output reg A_eq_B
    );
always @(*) begin 
 A_gr_B = (A>B)? 1:0;
 A_les_B = (A<B)? 1:0;
 A_eq_B = (A==B)? 1:0;
 end
endmodule

===== flow/run.sh =====
#!/bin/bash
# OpenROAD 26Q1-2900-gdf79404cd8, Yosys 0.63+post, stock flow scripts
make -C /OpenROAD-flow-scripts/flow DESIGN_CONFIG=/design/flow/config.mk WORK_HOME=/design/flow/orfs finish

===== flow/config.mk =====
export PLATFORM = sky130hd
export DESIGN_NAME = SN74LS85
export DESIGN_NICKNAME = SN74LS85
export VERILOG_FILES = /design/flow/design.v
export SDC_FILE = /design/flow/constraint.sdc
export NUM_CORES = 4
export LEC_CHECK = 1
export CORE_AREA = 10 10 70 70
export DIE_AREA = 0 0 80 80

===== flow/constraint.sdc =====
current_design SN74LS85

set clk_period 1.6
set clk_io_pct 0.2

create_clock -name clk0 -period $clk_period

set non_clock_inputs [all_inputs -no_clocks]
set_input_delay [expr $clk_period * $clk_io_pct] -clock clk0 $non_clock_inputs
set_output_delay [expr $clk_period * $clk_io_pct] -clock clk0 [all_outputs]

==> flow_summary.ini <==
; generated from flow reports
[outcome]
status = finished clean

[die]
initCoreUtil_pct = 3.773
row_count = 21
core_area_um2 = 3416
die_w_um = 80
die_height_um = 80
io_pins = 11
dieArea_um2 = 6400

[cells_and_area]
fin_cells = 77
area_growth_pct = 222.3
register_area_um2 = 0
num-fill-cells = 399
nClkBuffers = 0
flops = 0
layout-drive-gt1-share_pct = 90.32

[power_and_ir_drop]
ir_drop_v = 0.00003683
combPwrFrac_pct = 100.0
power_frac_seq_pct = 0
p_sw_w = 0.00003971
power_switching_share_pct = 34.32
intPower_w = 0.00007600
clockPowerShare_pct = 0
p_leak_nw = 0.1656
power.density_nw_per_um2 = 278.6

[critical_path]
critPathCapture = A_gr_B
end_kind = primary output
worstSetupStartpoint = B[3]
startpoint_type = primary input
worstSetupPathType = primary input to primary output
crit_fanout = 2
arrival_ns = 1.23
cp.required_ns = 1.28

[sta]
tns_ns = 0
grt_setup_unrepaired = true
slew_headroom_pct = 86.05
fin_crit_sh_pct = 96.87
min_period_ns = 1.550
tightest_slew_ns = 0.2092
slew_viol_final = 0
setup_violations = 0
hold_viol_final = 0
fmax_ghz = 0.6452

[flow_run]
drv_cap = 0
warnings = 33

[routing]
dr.first_iter.drc_count = 0
postRouteAntennaNets = 0
vias = 166
n_antenna_cell = 0
wl_per_cell_um = 7.078
dr.pass1.iters = 1
drc = 0
via_per_inst = 2.156
drt-total-wl_um = 545

[synth]
syn-instance-count = 16
yosys-stat-cells = 16
top_area_share_pct = 38.83
largest_area_cell = ha_1
syn_area_um2 = 128.9
syn_area_per_cell_um2 = 8.055
yosysChipArea_um2 = 128.9
ys_types = 9
common_cells = ha_1 (4), inv_1 (4), nand2_1 (2)
area_leaders = ha_1 (39%), o21bai_4 (15%), inv_1 (12%), nor2b_4 (11%), a21oi_2 (6.8%)
ys_seq_share_pct = 0
yosys_warnings = 1

[global_routing]
first_global_vias = 188
grt_pass1_wl_um = 979
track_usage_pct = 1.824
antenna_found_initial = 0
grt_max_degree = 3
grt_overflow = 0

[min_path]
min_path_type = primary input to primary output
whs_path_depth = 5

[place]
io_buffers = 11
dp.cells = 73
gp_congestion = 0.6032
dp_hpwl_um = 452.8
-- worst min path at each step --
stage     start     end  slack, ns
4_1_cts    A[3]  A_gr_B       1.11
5_1_grt    A[3]  A_gr_B       1.16
6_report   A[3]  A_gr_B       1.11
-- kinds of logic (layout without fill, tap and decap cells) --
logic type	Yosys count	count (layout)	share of synthesized area (%)
adder cells (fa/ha/maj)	4	4	38.84
buffers and inverters	4	19	11.65
AND/OR/NAND/NOR	5	5	24.27
AND-OR/OR-AND	3	3	25.24
-- cell type report --
class,instances,area (µm²),area share (%)
Multi-Input combinational cell,12,190.2,45.78
Inverter,4,17.52,4.217
Tap cell,46,57.56,13.86
Timing Repair Buffer,15,150.1,36.14
-- through the flow --
step / utilization (%) / power [W] / hold WS [ns] / worst slack, ns / instance area (µm²)
2_1_floorplan: - / 0.00003160 / 0.8728 / 0.3249 / 128.9
3_3_place_gp: 8.681 / 0.00007272 / 1.844 / -0.7079 / 296.5
3_5_place_dp: 8.681 / 0.00007418 / 1.836 / -0.7365 / 296.5
4_1_cts: 11.68 / 0.0001080 / 1.112 / 0.0002097 / 399.1
5_1_grt: 12.16 / 0.0001284 / 1.157 / -0.01171 / 415.4
6_report: 12.16 / 0.0001157 / 1.109 / 0.05009 / 415.4
-- power groups by stage --
stage / clock network (W) / registers [W] / logic [W]
6_report: 0 / 0 / 0.000116
5_1_grt: 0 / 0 / 0.000128
4_1_cts: 0 / 0 / 0.000108
-- placed cells by master (no fill, tap or decap) --
master,instances
a21oi_4,1
clkdlybuf4s15_1,2
and2_4,1
inv_4,1
buf_4,3
o21bai_4,1
nand2_4,1
a21oi_2,1
nor2b_4,1
buf_2,1
buf_8,1
nand2_2,1
ha_4,4
inv_2,3
dlygate4sd2_1,1
nor2_2,1
buf_6,6
clkdlybuf4s15_2,1
-- critical path, cell delays in order --
cell	delay [ns]
buf_8	0.07
inv_4	0.03
ha_4	0.27
nand2_4	0.05
o21bai_4	0.16
buf_6	0.12
a21oi_4	0.10
buf_2	0.11
-- metal layers --
| metal | global-route usage, % | routed length [µm] | up-vias |
|---|---|---|---|
| li1 | - | - | 81 |
| met1 | 2.044 | 169 | 78 |
| met2 | 2.970 | 267 | 7 |
| met3 | 1.250 | 108 | 0 |
| met4 | 0 | 0 | 0 |
| met5 | 0 | 0 | - |
-- what timing repair did --
item / in CTS / in global routing
pin swaps: 8 / 4
buffers inserted: 4 / 0
gates resized: 53 / 3
setup endpoints to repair: 3 / 2
hold endpoints to repair: 0 / 0
hold buffers: 0 / 0
Power figures rest on the tool's default switching activity, not on a simulated workload.
